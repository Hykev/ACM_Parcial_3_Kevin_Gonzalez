**flow/config.mk**
```make
export PLATFORM = sky130hd
export DESIGN_NAME = Top_basys3
export DESIGN_NICKNAME = Top_basys3
export VERILOG_FILES = /design/flow/design.v
export SDC_FILE = /design/flow/constraint.sdc
export NUM_CORES = 4
export LEC_CHECK = 1
export CORE_UTILIZATION = 50
```
**flow/design.v**
```verilog
`timescale 1ns / 1ps
module M1_Moore(
    input  logic clk,
    input  logic iT,
    input  logic iM,
    input  logic R,
    output logic T, V,
    output logic [1:0] D
);
    typedef enum logic [2:0] {S0, S1, S2, S3} statetype;
    statetype state, nextstate;
    always_ff @(posedge clk)
        if (R) state <= S0;
        else   state <= nextstate;
    always_comb begin
        nextstate = state;
        case (state)
            S0: if (iT) nextstate = S1;
            S1: if (iM) nextstate = S2;
            S2: if (iM) nextstate = S3;
            S3: if (R)  nextstate = S0;
        endcase
    end
    always_comb begin
        T=0; V=0; D=2'b00;
        case (state)
            S0: begin T=0; V=0; D=2'b00; end
            S1: begin T=1; V=0; D=2'b00; end
            S2: begin T=1; V=0; D=2'b01; end
            S3: begin T=1; V=1; D=2'b10; end
        endcase
    end
endmodule
`timescale 1ns / 1ps
module M2_Mealy(
    input  logic clk,
    input  logic R,     
    input  logic T,     
    input  logic V,     
    input  logic C,     
    output logic [1:0] TAL
);
    typedef enum logic [1:0] {S0, S1, S2, S3} statetype;
    statetype state, nextstate;
    typedef enum logic [1:0] {DOWN, UP_START, UP, DOWN_START} outtype;
    outtype tal;
    always_ff @(posedge clk) begin
        if (R) state <= S0;
        else   state <= nextstate;
    end
    always_comb begin
        nextstate = state;
        case (state)
            S0: if (T & V & C) nextstate = S1;
            S1: if (T & V & C) nextstate = S2;
            S2: if (!C)        nextstate = S3;
            S3: if (!C)        nextstate = S0;
        endcase
    end
    always_comb begin
        tal = DOWN;
        case (state)
            S0: tal = (T & V & C) ? UP_START : DOWN;
            S1: tal = (T & V & C) ? UP       : UP_START;
            S2: tal = (!C)        ? DOWN_START : UP;
            S3: tal = (!C)        ? DOWN       : DOWN_START;
        endcase
    end
    assign TAL = tal;
endmodule
`timescale 1ns / 1ps
module Top_FSM(
    input  logic clk,
    input  logic R,
    input  logic iT,    
    input  logic iM,    
    input  logic C,     
    output logic T1, V1,            
    output logic [1:0] D1,          
    output logic [1:0] TAL2         
);
    logic V2;
    typedef enum logic [1:0] {DOWN, UP_START, UP, DOWN_START} tal_state_t;
    tal_state_t TAL_text;
    M1_Moore Maquina_sellado (
        .clk(clk),
        .iT(iT),
        .iM(iM),
        .R(R),
        .T(T1),
        .V(V1),
        .D(D1)
    );
    assign V2 = V1;
    M2_Mealy Talanquera (
        .clk(clk),
        .R(R),
        .T(~iT),
        .V(V2),
        .C(C),
        .TAL(TAL2)
    );
    always_comb begin
        case(TAL2)
            2'b00: TAL_text = DOWN;
            2'b01: TAL_text = UP_START;
            2'b10: TAL_text = UP;
            2'b11: TAL_text = DOWN_START;
            default: TAL_text = DOWN;
        endcase
    end
endmodule
`timescale 1ns / 1ps
module Top_basys3(
  input  logic        clk,       
  input  logic        btnC,      
  input  logic        btnU,      
  input  logic [2:0]  sw,        
  output logic [3:0]  an,        
  output logic [6:0]  seg,       
  output logic        dp         
);
  logic clk_slow;
  clk_psc clock_div (
    .clk(clk),
    .clk_scaled(clk_slow)    
  );
  logic T1, V1;
  logic [1:0] D1, TAL2;
  Top_FSM sistema (
    .clk(clk_slow),      
    .R(btnC),
    .iT(sw[0]),
    .iM(sw[1]),
    .C(sw[2]),
    .T1(T1),
    .V1(V1),
    .D1(D1),
    .TAL2(TAL2)
  );
  logic [3:0] hora_d, hora_u, min_d, min_u;
  clock reloj_inst(
    .clk   (clk),       
    .reset (btnC),
    .hora_d(hora_d),
    .hora_u(hora_u),
    .min_d (min_d),
    .min_u (min_u)
  );
  logic btn_db, btn_pulse;
  logic show_clock = 1'b0;          
  debouncer db(.clk(clk), .btn_raw(btnU), .btn_stable(btn_db));
  one_pulse  op(.clk(clk), .din(btn_db), .pulse(btn_pulse));
  always_ff @(posedge clk) begin
    if (btnC) show_clock <= 1'b0;   
    else if (btn_pulse) show_clock <= ~show_clock;
  end
  logic [3:0] d3, d2, d1_bcd, d0_bcd;
  always_comb begin
    if (show_clock) begin
      d3 = hora_d;             
      d2 = hora_u;             
      d1_bcd = min_d;          
      d0_bcd = min_u;          
    end else begin
      d3 = {2'b00, TAL2};      
      d2 = 4'hF;               
      d1_bcd = 4'hF;           
      d0_bcd = {2'b00, D1};    
    end
  end
  display_7segments disp(
    .clk(clk),
    .d3 (d3),
    .d2 (d2),
    .d1 (d1_bcd),
    .d0 (d0_bcd),
    .enabled(an),
    .ag(seg)
  );
  assign dp = 1'b1;  
endmodule
`timescale 1ns / 1ps
module clk_psc(
    input  logic clk,          
    output logic clk_scaled
);
    logic [31:0] myreg = 0;
    always_ff @(posedge clk)
        myreg <= myreg + 1;
    assign clk_scaled = myreg[26];
endmodule
`timescale 1ns / 1ps
module clock(
    input  logic       clk, reset,
    output logic [3:0] hora_d, hora_u, min_d, min_u
);
    logic [26:0] contador = '0;    
    logic [5:0]  segundos = '0;    
    logic [3:0]  mins_u   = '0;
    logic [3:0]  mins_d   = '0;
    logic [3:0]  horas_u  = '0;
    logic [3:0]  horas_d  = '0;
    always_ff @(posedge clk or posedge reset) begin
        if (reset) begin
            contador <= '0; segundos <= '0;
            mins_u <= '0; mins_d <= '0;
            horas_u <= '0; horas_d <= '0;
        end else begin
            if (contador == 100_000_000 - 1) begin
                contador <= '0;
                if (segundos == 59) begin
                    segundos <= 0;
                    if (mins_u == 9) begin
                        mins_u <= 0;
                        if (mins_d == 5) begin
                            mins_d <= 0;
                            if (horas_d == 2 && horas_u == 3) begin
                                horas_d <= 0; horas_u <= 0;  
                            end else if (horas_u == 9) begin
                                horas_u <= 0; horas_d <= horas_d + 1;
                            end else begin
                                horas_u <= horas_u + 1;
                            end
                        end else begin
                            mins_d <= mins_d + 1;
                        end
                    end else begin
                        mins_u <= mins_u + 1;
                    end
                end else begin
                    segundos <= segundos + 1;
                end
            end else begin
                contador <= contador + 1;
            end
        end
    end
    assign min_u  = mins_u;
    assign min_d  = mins_d;
    assign hora_u = horas_u;
    assign hora_d = horas_d;
endmodule
`timescale 1ns / 1ps
module debouncer(
  input  logic clk,
  input  logic btn_raw,
  output logic btn_stable
);
  logic [15:0] cnt;
  logic sync0, sync1;
  always_ff @(posedge clk) begin
    sync0 <= btn_raw;
    sync1 <= sync0;
    if (sync1) begin
      if (&cnt) btn_stable <= 1'b1;
      else      cnt <= cnt + 1;
    end else begin
      if (&cnt) btn_stable <= 1'b0;
      else      cnt <= cnt + 1;
    end
  end
endmodule
`timescale 1ns / 1ps
module display_7segments(
    input  logic       clk,          
    input  logic [3:0] d3, d2, d1, d0,    
    output logic [3:0] enabled,      
    output logic [6:0] ag            
);
    logic [16:0] conteo = '0;   
    logic [1:0]  fsm    = '0;
    logic [3:0]  display_number;
    always_ff @(posedge clk) begin
        if (conteo == 100_000 - 1) begin
            conteo <= 0;
            fsm    <= fsm + 1;
        end else begin
            conteo <= conteo + 1;
        end
    end
    always_comb begin
        case (fsm)
            2'b00: begin enabled = 4'b1110; display_number = d0; end  
            2'b01: begin enabled = 4'b1101; display_number = d1; end  
            2'b10: begin enabled = 4'b1011; display_number = d2; end  
            2'b11: begin enabled = 4'b0111; display_number = d3; end  
        endcase
    end
    always_comb begin
        unique case (display_number)
            4'd0: ag = 7'b1000000;
            4'd1: ag = 7'b1111001;
            4'd2: ag = 7'b0100100;
            4'd3: ag = 7'b0110000;
            4'd4: ag = 7'b0011001;
            4'd5: ag = 7'b0010010;
            4'd6: ag = 7'b0000010;
            4'd7: ag = 7'b1111000;
            4'd8: ag = 7'b0000000;
            4'd9: ag = 7'b0010000;
            default: ag = 7'b1111111;  
        endcase
    end
endmodule
`timescale 1ns / 1ps
module one_pulse(
  input  logic clk,
  input  logic din,
  output logic pulse
);
  logic d_ff;
  always_ff @(posedge clk) begin
    pulse <= din & ~d_ff;
    d_ff  <= din;
  end
endmodule
```
**flow/constraint.sdc**
```tcl
current_design Top_basys3

set clk_period 4.7
set clk_io_pct 0.2

create_clock -name clk0 -period $clk_period [get_ports {clk}]

set non_clock_inputs [all_inputs -no_clocks]
set_input_delay [expr $clk_period * $clk_io_pct] -clock clk0 $non_clock_inputs
set_output_delay [expr $clk_period * $clk_io_pct] -clock clk0 [all_outputs]
```
**flow/run.sh**
```bash
#!/bin/bash
# OpenROAD 26Q1-2900-gdf79404cd8, Yosys 0.63+post, stock flow scripts
make -C /OpenROAD-flow-scripts/flow DESIGN_CONFIG=/design/flow/config.mk WORK_HOME=/design/flow/orfs finish
```
==> run summary <==
relative slew slack = 0.481
sequential power share = 0.454
Post-synth area hogs = dfrtp_1, dfxtp_1, edfxtp_1, xnor2_1, ha_1
synthesis-to-layout area growth = 14.7%
sequential area share after synthesis = 0.493
CP Cell Sequence = clkdlybuf4s50_1 -> mux2_2 -> a21oi_1 -> a22oi_1 -> o21ai_1 -> inv_1 -> ha_1 -> nor3_1 -> a31oi_1 -> clkdlybuf4s50_1
Num CTS Buffers = 17
comb area leader = simple AND/OR/NAND/NOR gates
fa+ha+maj area frac = 0.0399
Comb power frac = 0.008
Worst EP required = 3.76 ns
Die Area = 0.0124 mm²
post_cts resized = 0
Reg-to-Reg Start = reloj_inst.contador[0]$_DFF_PP0_
Internal = 1.80 mW
Max stage delay cell, worst path = clkdlybuf4s50_1
endpoints left unconstrained = 8
Mapped Area = 0.00596 mm²
number of warnings in the stage logs = 35
Final WS setup = 0.270 ns
XOR Share, Synth = 0.119
Design Area, Final = 0.00683 mm²
Detail Route Antenna Nets = 0
fillers = 941
Final Skew = 0.00751 ns
Async S/R FF share, synth = 0.392
Antenna Cells = 0
minimum hold slack = 0.329 ns
largest net degree at the start of global routing = 29
row count = 39
Leakage Power = 2.79 nW
top-count cell post-synth = dfxtp_1
htree depth = 4
Cells after Synth = 595
Pre-antenna DRT Iters = 7
Crit Path Class = in -> out
Hold Violations, Final = 0
first-pass GRT wire length = 18.0 mm
dpl hpwl = 6.92 mm
area reported by Yosys stat = 0.00596 mm²
WL per Instance = 13.1 µm
CTS tree = yes
worst vdd ir = 0.298 mV
final worst path period need = 4.43 ns
Slew Limit Fails = 0
worst min path class = reg -> reg
Setup TNS = 0 ns
Mean Syn Cell Area = 10.0 µm²
register pins left without a clock = 8
die extent in x = 111 µm
critical path peak fanout = 5
Hold EP = db.sync1$_DFF_P_
yosys cell count = 595
worst-margin pin slew = 0.777 ns
PD cells = 330 mW/mm²
DP Area = 0.00626 mm²
post-cts hold buffer count = 0
post-CTS setup buffers = 0
placement-stage worst setup slack = 0.307 ns
Ports = 18
most used cell, CP = clkdlybuf4s50_1
hold depth = 0
EDFF count, synth = 19
Net Sw Frac = 0.203
Flops after synth = 125
PortBufs = 16
sw power = 459 µW
FMAX = 226 MHz
RSZ-0062 raised after global routing = false
final tally of setup violations = 0
R2R Path End = reloj_inst.mins_u[1]$_DFFE_PP0P_
die height = 111 µm
Root Driver = clkbuf_16
post-layout period usage of the worst path = 0.943
Top-area cell share = 0.206
Via Count = 4210
DRC = 0
number of max-cap violations = 0
AO/OA Area Share = 0.0636
Starting Density = 0.517
Clock Pin Slew Worst Setup and Hold Paths = 0.05 ns
DRT Wirelength = 10.2 mm
CP startpoint kind = input port
Syn. warnings = 9
Crit path largest cell delay = 0.55 ns
ys flop type = dfxtp_1
crit end category = output pin
hold wc startpoint = db.sync0$_DFF_P_
clk ins delay skew pair = 0.41 ns
Finished Layout Cells = 778
yosys simple share = 0.237
overflow left after global routing = 0
GPL Wtd Cong = 0.861
post-synth top area cell = dfrtp_1
Clk network pwr share = 0.538
status = finished, final reports clean
number of global-route vias before repair = 3942
Core Box Area = 0.0115 mm²
R2R depth = 6
placed cell count = 746
worst path arrival time = 3.49 ns
initial DRC count = 245
Synth mux share = 0.0199
Via density = 5.41
worst reg-to-reg setup slack = 2.34 ns
gr usage total = 0.182
Max clock buf depth = 2
initial antenna violation count = 0
Synth top cells by count = dfxtp_1, nor2_1, xnor2_1
post-synth cell types = 57
layout cells sized above 1 = 0.0803
==> worst max-delay path by stage <==
stage,start,to,cells after the start
6_report,sw[2],seg[6],10
5_1_grt,sw[2],seg[6],10
4_1_cts,sw[2],seg[6],10
==> layout by cell type, fill, tap and decap left out, drive strengths merged, types with 26 or more instances in the layout <==
cell	count
xnor2	55
nand2	46
nand4	30
nor2	56
o21ai	26
dfxtp	57
nand3	43
dfrtp	49
xor2	26
inv	31
==> through the flow <==
stage	util	total power, mW
after CTS	0.593	2.29
after global placement	0.543	1.06
final	0.593	2.26
after global routing	0.593	2.33
after detailed placement	0.543	1.06
after floorplan	-	1.05
==> power groups by stage <==
stage | registers (mW) | logic (mW) | clock network (mW)
4_1_cts | 1.02 | 0.0191 | 1.24
6_report | 1.02 | 0.0182 | 1.21
5_1_grt | 1.02 | 0.0209 | 1.29
==> cells by family (layout without fill, tap and decap cells) <==
| family | count (synthesis) | in the layout |
|---|---|---|
| other | 1 | 1 |
| AOI/OAI and AO/OA | 62 | 62 |
| adders and majority gates | 19 | 19 |
| and+or+nand+nor | 259 | 259 |
| muxes | 11 | 11 |
| buffers and inverters | 37 | 77 |
| xor gates and xnor gates | 81 | 81 |
| DFF | 125 | 125 |
==> cell type report <==
type	instances	area [µm²]	area share
Timing Repair Buffer	18	175	0.0256
Multi-Input combinational cell	433	2870	0.419
Clock inverter	10	65.1	0.00952
Inverter	27	101	0.0148
Clock buffer	22	508	0.0744
Tap cell	143	179	0.0262
Sequential cell	125	2940	0.430
==> state kept, by name, summed over array words and instances (netlist names), 6 cells and up <==
name and cells:
clock_div.myreg 27, reloj_inst.contador 27, disp.conteo 17, db.cnt 16, reloj_inst.segundos 6
==> layer usage <==
layer,GRT usage,share of wire,vias up
met2,0.274,0.45,41
met5,0,0,-
met1,0.292,0.52,1998
li1,-,-,2163
met3,0.0379,0.026,8
met4,0.0234,0.0088,0
==> critical path, delay by kind of cell <==
| family | cells | cell delay [ns] |
|---|---|---|
| AND/OR/NAND/NOR | 1 | 0.25 |
| AND-OR/OR-AND | 4 | 0.67 |
| multiplexers | 1 | 0.36 |
| adder cells (fa/ha/maj) | 1 | 0.21 |
| buffers and inverters | 3 | 1.07 |
Power figures rest on the tool's default switching activity, not on a simulated workload.
